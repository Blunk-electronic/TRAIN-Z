File: flow/run.sh
#!/bin/bash
# OpenROAD 26Q1-2900-gdf79404cd8, Yosys 0.63+post, stock flow scripts
make -C /OpenROAD-flow-scripts/flow DESIGN_CONFIG=/design/flow/config.mk WORK_HOME=/design/flow/orfs finish
File: flow/config.mk
export PLATFORM = sky130hd
export DESIGN_NAME = debouncer
export DESIGN_NICKNAME = debouncer
export VERILOG_FILES = /design/flow/design.v
export SDC_FILE = /design/flow/constraint.sdc
export NUM_CORES = 4
export LEC_CHECK = 1
export CORE_AREA = 10 10 70 70
export DIE_AREA = 0 0 80 80
File: flow/constraint.sdc
current_design debouncer

set clk_period 1.0
set clk_io_pct 0.2

create_clock -name clk0 -period $clk_period [get_ports {clk}]

set non_clock_inputs [all_inputs -no_clocks]
set_input_delay [expr $clk_period * $clk_io_pct] -clock clk0 $non_clock_inputs
set_output_delay [expr $clk_period * $clk_io_pct] -clock clk0 [all_outputs]
File: flow/design.v
`timescale 1ns / 1ps
module debouncer (clk,in,out);
output out;  
input  in;  
input  clk;
reg [2:0] count;
always @(negedge clk)
	begin
		if (!in)   
			begin
				if (count < 4) 
					count <= count + 1;
				else
					count <= count;
			end
		else
			count <= 0;	
	end
assign out = !count[2];
endmodule 
==> flow_summary.yaml <==
# implementation run metrics
floorplan:
  die-area_um2: 6400
  core_um2: 3416
  die_w_um: 80
  rows: 21
  initial_core_util_pct: 3.333
  io-pin-count: 3
  dieHeight_um: 80
synth:
  syn_inst: 12
  simple_gate_share_pct: 13.19
  ys.flops: 3
  netlist_logic_family_top: "simple AND/OR/NAND/NOR gates"
  ys_sh_xor_pct: 7.692
  ys_warn_count: 1
  ys_sh_aoi_pct: 0
  ys_cells: 12
  synth_chip_area_um2: 113.9
  syn_area_um2: 113.9
  avgSynthCellArea_um2: 9.488
  synth_cell_types: 6
  mux_share_pct: 8.791
  ys_sh_adder_pct: 10.99
  synth_seq_share_pct: 52.75
power_and_ir_drop:
  seqPwrFrac_pct: 34.0
  switching_share_pct: 27.49
  p_total_mw: 0.4610
  p_leak_nw: 0.09987
  p_int_mw: 0.3343
  combPwrFrac_pct: 13.8
  p_sw_mw: 0.1267
  clkPwrFrac_pct: 52.2
  power_density_nw_per_um2: 2024
  ir_drop_uv: 295.5
finish:
  drive_above_1_share_pct: 33.33
  regMostFlops: "count"
  top_regs: "count: 3 flops"
  fin_cells: 67
  fillCellCount: 411
  areaGrowthSynthToFinish_pct: 100.0
  regArea_um2: 61.31
  mi_logic_area_um2: 46.29
  final_area_um2: 227.7
  largest_reg_flops: 3
routing:
  viasPerCell: 1.507
  top_layer_used: "met4"
  dr.pass1.iters: 2
  routed_wl_um: 241
  final_antenna_net_count: 0
  antenna_cells: 0
  vias: 101
  met3_wirelength_um: 10
  drc: 0
  drt-wirelength-per-cell_um: 3.597
  wl_met1_um: 101
  drt_iter0_drc: 5
  wl_met2_um: 116
global_route:
  track_usage_pct: 0.8096
  grt_pass1_vias: 123
  grt_max_degree: 4
  overflow: 0
  grt_pass1_wl_um: 420
  antenna_found_initial: 0
timing:
  timing.hold.ws_ns: 0.5046
  finalSetupViolCount: 1
  setup-tns-final_ns: -0.4370
  slew_viol_final: 0
  fin_skew_ns: 0.004436
  max_slew_margin_pct: 91.36
  rsz0062_at_grt: "true"
  layout_setup_ws_ns: -0.4370
  hold_viol: 0
  worst_pin_slew_ns: 0.1260
clock_network:
  clockBufferDepth: 2
  cts_tree: "done"
  htree_levels: 1
  clock.latency.late_pin_ns: 0.29
  cts-root-buf: "clkbuf_4"
  cts.clk_slew.worst_paths_ns: 0.03
  clock_sinks: 3
  ctsHoldBuffers: 0
  numCtsBuffers: 3
critical_path:
  end_kind: "output pin"
  cp.required_ns: 0.80
  crit_end: "out"
  arrival_ns: 1.24
  reg2reg_to: "count[1]"
  cp-startpoint: "count[2]"
  path_class: "flop to output pin"
  start_kind: "flop"
  r2r_cells: 3
  rrSetupSlack_ns: 0.11
  critPathMaxFanout: 2
  worstReg2RegStart: "count[0]"
placement:
  placed_cells: 61
  place.gp.congestion: 0.5755
  placed_cell_area_um2: 200.2
  io_buffers: 2
outcome:
  status: "complete, but fails checks"
  violations: "negative setup slack"
run:
  log.warning_count: 31
  max-cap-violations: 0
hold_path:
  hp-class: "flop to flop"
-- worst min-delay path by stage --
stage / slack [ns] / endpoint / from / cells after the start
after CTS: 0.51 / count[1] / count[1] / 2
after global routing: 0.57 / count[0] / count[0] / 2
final: 0.50 / count[1] / count[1] / 2
-- final cells by class --
type	count	area share [%]
sequential	3	26.92
timing repair buffer	3	9.341
tap	46	25.27
clock buffer	3	9.890
inverter	1	1.648
clock inverter	4	6.593
multi-input combinational	7	20.33
-- stage by stage --
step                utilization, %  setup slack [ns]
global placement             5.861           -0.5309
detailed placement           5.861           -0.5302
floorplan                        -          -0.05687
finish                       6.667           -0.4370
global route                 6.667           -0.4794
CTS                          6.667           -0.4564
-- per-layer routing --
| metal | track usage, % | vias to the layer above |
|---|---|---|
| met3 | 0.4545 | 2 |
| met2 | 0.8828 | 5 |
| met4 | 1.232 | 0 |
| met1 | 0.8615 | 41 |
| li1 | - | 53 |
| met5 | 0 | - |
-- cell usage after synthesis --
cell type / instances / share of area (%)
nor2_1: 4 / 13
dfxtp_1: 3 / 53
inv_1: 2 / 6.6
ha_1: 1 / 11
mux2i_1: 1 / 8.8
xor2_1: 1 / 7.7
-- critical path, cell delays in order (launching register included) --
cell and delay [ns]:
dfxtp_2 0.32, inv_2 0.03, buf_2 0.11
-- power groups by stage --
stage | clock network [mW] | logic (mW) | registers, mW
after global routing | 0.269 | 0.0762 | 0.160
final | 0.241 | 0.0636 | 0.157
after CTS | 0.258 | 0.0660 | 0.157
-- cells by family (layout without fill, tap and decap cells) --
kind of cell / count (synthesis) / after routing
DFF: 3 / 3
xor gates and xnor gates: 1 / 1
adders and majority gates: 1 / 1
buffers and inverters: 2 / 11
muxes: 1 / 1
and+or+nand+nor: 4 / 4
-- cell usage in the layout, fill, tap and decap left out, drive strengths merged --
cell	netlist	layout
xor2	1	1
dlygate4sd2	0	1
ha	1	1
inv	2	5
nor2	4	4
buf	0	2
mux2i	1	1
clkbuf	0	3
dfxtp	3	3
-- repair_timing --
action	CTS	global route
gates resized	5	0
buffers inserted	0	0
endpoints found under the setup margin	4	1
No activity file was given, so power comes from the tool's default toggle rates.
