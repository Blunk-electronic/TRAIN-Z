==> flow/design.v <==
`timescale 1ns / 1ps
module prescaler (clk,qa,qb,qc,qd,qe,qf);
output qd;
output qc;
output qb;
output qa;
output qe;
output qf;
input  clk;
reg [13:0] ct;
assign qf = ct[13];  
assign qe = ct[9];	 
assign qd = ct[6];
assign qc = ct[5];
assign qb = ct[1];
assign qa = ct[0];   
always @(posedge clk)
	begin
			ct <= ct + 1;
	end
endmodule 
==> flow/run.sh <==
#!/bin/bash
# OpenROAD 26Q1-2900-gdf79404cd8, Yosys 0.63+post, stock flow scripts
make -C /OpenROAD-flow-scripts/flow DESIGN_CONFIG=/design/flow/config.mk WORK_HOME=/design/flow/orfs finish
==> flow/config.mk <==
export PLATFORM = sky130hd
export DESIGN_NAME = prescaler
export DESIGN_NICKNAME = prescaler
export VERILOG_FILES = /design/flow/design.v
export SDC_FILE = /design/flow/constraint.sdc
export NUM_CORES = 4
export LEC_CHECK = 1
export CORE_AREA = 10 10 70 70
export DIE_AREA = 0 0 80 80
==> flow/constraint.sdc <==
current_design prescaler

set clk_period 2.2
set clk_io_pct 0.2

create_clock -name clk0 -period $clk_period [get_ports {clk}]

set non_clock_inputs [all_inputs -no_clocks]
set_input_delay [expr $clk_period * $clk_io_pct] -clock clk0 $non_clock_inputs
set_output_delay [expr $clk_period * $clk_io_pct] -clock clk0 [all_outputs]
==> results.sh <==
# physical design summary
export IMPL_holdCritPathClass="flop to flop"
export IMPL_postCtsHoldBufs=0
export IMPL_finClkSkew_ps=4.75
export IMPL_antenna_cells_inserted=0
export IMPL_ys_cells=50
export IMPL_warnings=25
export IMPL_rr_startpoint="ct[0]"
export IMPL_critPathArrivalTime_ps=1210
export IMPL_ir_worst_vdd_mv=0.255
export IMPL_clockBufferDepth=2
export IMPL_fillers=383
export IMPL_pwr_share_seq_pct=58.0
export IMPL_seq_area_um2=280
export IMPL_routed_wl_um=855
export IMPL_cts_buffers=3
export IMPL_overflow=0
export IMPL_leakage_nw=0.265
export IMPL_pre_cts_slack_ps=848
export IMPL_endpoint_kind="output port"
export IMPL_rsz0062_at_grt="false"
export IMPL_antenna_found_initial=0
export IMPL_post_cts_repair_setup_buffers=0
export IMPL_dp_cells=102
export IMPL_max_freq_mhz=605
export IMPL_p_per_area_mw_per_mm2=641
export IMPL_largest_registers="ct: 14 flops"
export IMPL_intPower_mw=0.354
export IMPL_path_buffers=1
export IMPL_regMostFlops="ct"
export IMPL_endpoint="qd"
export IMPL_critPathKind="flop to output port"
export IMPL_fin_tns_setup_ps=0
export IMPL_cp_slowest_cell="clkdlybuf4s50_1"
export IMPL_instances_no_fill=106
export IMPL_cts_clk_slew_worst_paths_ps=90
export IMPL_syn_to_final_growth_pct=29.2
export IMPL_start_kind="flop"
export IMPL_crit_path_max_fanout=6
export IMPL_fp_row_count=21
export IMPL_initial_utilization_pct=15.4
export IMPL_wl_per_cell_um=8.07
export IMPL_drv_cap=0
export IMPL_r2r_cells=4
export IMPL_ys_chip_area_um2=527
export IMPL_firstDrtPassIters=2
export IMPL_layout_top_cells="14 x dfxtp_1, 9 x xor2_1, 6 x clkdlybuf4s50_1"
export IMPL_dp_hpwl_um=638
export IMPL_die_area_mm2=0.00640
export IMPL_p_switching_mw=0.0823
export IMPL_largest_reg_flops=14
export IMPL_synth_cells=50
export IMPL_setup_violations=0
export IMPL_cts_resized=0
export IMPL_grt_pass1_vias=361
export IMPL_swShare_pct=18.9
export IMPL_boundaryPins=7
export IMPL_tightestPinTransition_ps=248
export IMPL_place_congestion=0.708
export IMPL_combGateArea_um2=239
export IMPL_drt_iter0_markers=39
export IMPL_ant_nets=0
export IMPL_grt_usage_pct=3.08
export IMPL_lay_top_count="dfxtp_1"
export IMPL_syn_area_um2=527
export IMPL_clock_sinks=14
export IMPL_grt_max_degree=9
export IMPL_viasPerCell=3.49
export IMPL_hold_viol_final=0
export IMPL_crit_family="buffers and inverters"
export IMPL_cts_tree="yes"
export IMPL_reg2reg_slack_ps=940
export IMPL_crit_chain="clkdlybuf4s50_1"
export IMPL_portBuffers=6
export IMPL_pwr_share_comb_pct=0
export IMPL_drive_above_1_share_pct=11.7
export IMPL_post_route_period_util_pct=75.2
export IMPL_relSlewSlack_pct=83.3
export IMPL_slowest_delay_ps=510
export IMPL_die_h_um=80
export IMPL_drc=0
export IMPL_insertion_delay_ps=280
export IMPL_yosys_warnings=1
export IMPL_grt_pass1_wl_mm=1.61
export IMPL_crit_path_start="ct[6]"
export IMPL_clockPowerShare_pct=42.0
export IMPL_vias=370
export IMPL_synth_seq_share_pct=53.2
export IMPL_die_x_um=80
export IMPL_cts_root_buffer_cell="clkbuf_4"
export IMPL_synthDistinctLibCells=12
export IMPL_cts_max_level=1
export IMPL_cp_required_ps=1760
export IMPL_syn_area_per_cell_um2=10.5
export IMPL_setup_ws_ps=546
export IMPL_status="completed"
export IMPL_fp_coreArea_mm2=0.00342
export IMPL_cp_depth=1
export IMPL_period_needed_ps=1650
export IMPL_final_max_slew_viol_count=0
export IMPL_rr_endpoint="ct[12]"
export IMPL_synth_flop_count=14
[cell type report]
type	count	area share [%]
well taps	46	8.46
repair buffers	6	8.82
multi-input cells	34	35.1
inverters	2	1.10
clock buffers	4	5.33
flip-flops and latches	14	41.2
[worst min-delay path by stage]
stage / cells after the start / startpoint / end
after CTS: 1 / ct[0] / ct[0]
after global routing: 1 / ct[0] / ct[0]
final: 1 / ct[0] / ct[0]
[cells in the mapped netlist]
master,number,area (um^2)
dfxtp_1,14,280
nand3_2,1,10.0
nor4_2,2,25.0
xor2_1,9,78.8
xnor2_1,3,26.3
nor2_1,3,11.3
ha_1,1,12.5
nand3_1,3,15.0
nor3_1,4,20.0
nand4_1,4,25.0
inv_1,2,7.51
nand2_1,4,15.0
[per-layer routing]
layer | global-route usage (%) | routed length [um] | vias to the layer above
li1 | - | - | 190
met1 | 3.73 | 417 | 171
met2 | 4.25 | 319 | 9
met3 | 2.73 | 118 | 0
met4 | 0 | 0 | 0
met5 | 0 | 0 | -
[metrics by stage]
step | total power, mW | instance area, um^2 | utilization (%) | hold WS, ps
finish | 0.436 | 681 | 19.9 | 432
global route | 0.459 | 681 | 19.9 | 471
CTS | 0.441 | 681 | 19.9 | 431
detailed placement | 0.259 | 644 | 18.9 | 411
global placement | 0.259 | 644 | 18.9 | 407
floorplan | 0.259 | 527 | - | 382
[cell families (layout without fill, tap and decap cells)]
family	count (synthesis)	in the layout	synth area share [%]
adders and majority gates	1	1	2.37
buffers and inverters	2	12	1.43
DFF	14	14	53.2
xor gates and xnor gates	12	12	20.0
and+or+nand+nor	21	21	23.0
[power groups by stage]
stage | sequential (mW) | clock (mW) | combinational, mW
final | 0.253 | 0.183 | 0.000000132
after CTS | 0.253 | 0.188 | 0.000000132
after global routing | 0.253 | 0.206 | 0.000000132
Power and IR drop assume default switching activity.
